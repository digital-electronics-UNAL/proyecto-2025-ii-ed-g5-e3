## design/flow/design.v

```verilog
module RX (
    input CLK,
    input Rx,
    output reg DI,
    output reg enviando
);
reg IDLE;
reg [3:0] bitcounter;
reg [$clog2(5208):0] counter;
reg CLKinterno;
reg activo; 
reg [$clog2(384):0] lineCounter;
reg [1:0] filterCounter;
initial begin
    CLKinterno=0;
    counter='b0;
    bitcounter='b0;
    IDLE = 1;
    DI = 0;
    enviando = 0;
    activo=0;
    lineCounter=0;
    filterCounter=0;
end
always @(posedge CLK) begin
    if (counter==5208/2) begin
        counter = 0;
        CLKinterno=~CLKinterno;
    end
    else begin
        counter = counter+1;
    end
end
always @(posedge CLKinterno) begin
    case (IDLE)
        1'b1: begin 
            DI=0;
            bitcounter=0;
            enviando=0;
            activo=0;
            if (Rx==0) begin
                IDLE = 0;
                activo=1;
            end
        end
        1'b0: begin 
            if (activo) begin
                if (enviando) begin
                    enviando = 0;
                    DI=0;
                end
                bitcounter = bitcounter+1;
                if (bitcounter == 1 || bitcounter == 5) begin
                    if (lineCounter==384) begin
                        DI=0;
                        enviando=0;
                        if (filterCounter==3)begin
                            lineCounter=0;
                            filterCounter=0;
                        end else begin
                            filterCounter=filterCounter+1;
                        end
                    end else begin
                        DI = Rx;
                        enviando=1;
                        lineCounter=lineCounter+1;
                    end
                end
                if (bitcounter==8) begin 
                    activo=0;
                end
            end else begin
                DI=0;
                enviando=0;
                bitcounter =0;
                IDLE =1;
            end
        end
    endcase
end
endmodule
module enviaDatos (
	input DI,
	input enviando,
	input CLK,
	output DO,
	output CLKimpr
);
reg [63:0] serialPara1;
reg [63:0] serialPara2;
reg [8:0] cuentaBits;
reg enable;
reg CLK200khz;
reg [7:0] cCLK;
reg [9:0] cCLKimpr;
reg enableCLKimpr; 
reg enviando2;
wire x;
and(x, enableCLKimpr, ~CLK200khz);
assign CLKimpr = x;
assign DO = serialPara2[0];
initial begin
    serialPara1='b0;
    serialPara2 ='b0;
	enable = 0;
	cuentaBits = 0;
	CLK200khz = 0;
	cCLK = 0;
	enableCLKimpr = 0;
	cCLKimpr = 0;
	enviando2=0;
end
always @(posedge CLK) begin
	if (cCLK >= 125) begin
		cCLK <= 0;
		CLK200khz <= ~CLK200khz;
	end else begin
		cCLK <= cCLK + 1;
	end
end
always @(posedge CLK200khz) begin
	enviando2 <= enviando;
    if (enviando && !enviando2) begin
        serialPara1 <= {DI, serialPara1[63:1]};
        cuentaBits  <= cuentaBits + 1;
    end
	if (cuentaBits==64) begin 
		enable<=1; 
		enableCLKimpr<=1;
		cuentaBits<=0;
	end
	if (enable) begin
		serialPara2 <= serialPara1;
		enable <=0; 
	end
	else begin
		serialPara2 <= serialPara2 >> 1;
	end
	if (enableCLKimpr) begin
		if (cCLKimpr>=384) begin
			cCLKimpr<=0;
			enableCLKimpr<=0;
		end else begin
			cCLKimpr<=cCLKimpr+1;
		end
	end
end
endmodule
module enviaDatosRX (
    input Rx,
    input CLK,
    output DO,
    output CLKimpr,
    output LAT,
    output STB
);
wire DI;
wire enviando;
RX r(
    .CLK(CLK),
    .Rx(Rx),
    .DI(DI),
    .enviando(enviando)
);
enviaDatos ed1(
    .DI(DI),
    .enviando(enviando),
    .CLK(CLK),
    .DO(DO),
    .CLKimpr(CLKimpr)
);
LATSTB ls(
    .DO(DO),
    .CLKimpr(CLKimpr),
    .CLK(CLK),
    .LAT(LAT),
    .STB(STB)
);
endmodule
module LATSTB(
    input  CLKimpr,
    input  CLK,
    input  DO,
    output reg LAT,
    output reg STB
);
reg [9:0] numDatos;
reg [2:0] paquete;
reg termine;
reg lat_toggle;
reg lat_sync0;
reg lat_sync1;
reg lat_sync1_d;
reg lat_event;
reg [5:0] cLAT;
reg enableLAT;
reg [12:0] cSTB;
reg enableSTB;
reg [9:0] posicion;
initial begin
    numDatos    = 0;
    paquete     = 0;
    termine     = 0;
    lat_toggle  = 0;
    lat_sync0   = 0;
    lat_sync1   = 0;
    lat_sync1_d = 0;
    lat_event   = 0;
    LAT         = 0;
    enableLAT   = 0;
    cLAT        = 0;
    STB         = 0;
    enableSTB   = 0;
    cSTB        = 0;
    posicion      = 0;
end
always @(*) begin
    case (paquete)
        3'd0: posicion = 10'd64;
        3'd1: posicion = 10'd128;
        3'd2: posicion = 10'd192;
        3'd3: posicion = 10'd256;
        3'd4: posicion = 10'd320;
        3'd5: posicion = 10'd384;
        default: posicion = 10'd64;
    endcase
end
always @(posedge CLKimpr) begin
    if (numDatos == posicion) begin
        if (!termine) begin
            termine    <= 1;
            lat_toggle <= ~lat_toggle;
        end
    end
    if (numDatos == 10'd384) begin
        numDatos <= 0;
        termine  <= 0;
        if (paquete == 3'd5)
            paquete <= 0;
        else
            paquete <= paquete + 1;
    end
    else begin
        numDatos <= numDatos + 1;
    end
end
always @(posedge CLK) begin
    lat_sync0   <= lat_toggle;
    lat_sync1   <= lat_sync0;
    lat_event   <= (lat_sync1 != lat_sync1_d);
    lat_sync1_d <= lat_sync1;
    if (lat_event)
        enableLAT <= 1;
    if (enableLAT) begin
        LAT <= 1;
        if (cLAT == 6'd10) begin
            LAT       <= 0;
            enableLAT <= 0;
            cLAT      <= 0;
            enableSTB <= 1;
        end
        else
            cLAT <= cLAT + 1;
    end
    if (enableSTB) begin
        STB <= 1;
        if (cSTB == 13'd2500) begin
            STB <= 0;
            enableSTB <= 0;
            cSTB <= 0;
        end
        else
            cSTB <= cSTB + 1;
    end
end
endmodule
```

## design/flow/run.sh

```bash
#!/bin/bash
# OpenROAD 26Q1-2900-gdf79404cd8, Yosys 0.63+post, stock flow scripts
make -C /OpenROAD-flow-scripts/flow DESIGN_CONFIG=/design/flow/config.mk WORK_HOME=/design/flow/orfs finish
```

## design/flow/constraint.sdc

```tcl
current_design enviaDatosRX

set clk_period 6.3
set clk_io_pct 0.2

create_clock -name clk0 -period $clk_period [get_ports {CLK}]

set non_clock_inputs [all_inputs -no_clocks]
set_input_delay [expr $clk_period * $clk_io_pct] -clock clk0 $non_clock_inputs
set_output_delay [expr $clk_period * $clk_io_pct] -clock clk0 [all_outputs]
```

## design/flow/config.mk

```make
export PLATFORM = sky130hd
export DESIGN_NAME = enviaDatosRX
export DESIGN_NICKNAME = enviaDatosRX
export VERILOG_FILES = /design/flow/design.v
export SDC_FILE = /design/flow/constraint.sdc
export NUM_CORES = 4
export LEC_CHECK = 1
export CORE_UTILIZATION = 40
```

==> Slide: Implementation Results <==
Synthesis and Place & Route Summary

Run status
  • Status: complete, no violations

Floorplan
  • Die X-Extent: 150 um
  • Die height: 150 um
  • # rows: 53
  • Pre-Place Util: 41.4%
  • Ports: 6
  • Core ar.: 21300 um^2
  • Die ar.: 22600 um^2

Power
  • VDD IR max: 0.122 mV
  • Pwr dens: 68.5 nW/um^2
  • Design Power: 643 uW
  • Clock Power Share: 46.5%
  • Psw: 110 uW
  • Pint: 532 uW
  • Leak: 3.37 nW
  • Flop pwr share: 53.3%
  • Sw frac: 17.2%
  • Comb power frac: 0.2%

Synth
  • Post-synth EDFFs: 114
  • Mean post-synth cell area: 13.7 um^2
  • Ys flops: 236
  • Post-synth top cells: dfxtp_1, edfxtp_1, mux2_2
  • Synth cell types: 48
  • Cells after Synth: 643
  • Post-synthesis cell area: 8810 um^2
  • Top cell area share: 38.8%
  • Main synth FF type: dfxtp_1
  • Most frequent cell after synthesis: dfxtp_1
  • Register share after synthesis: 66.5%
  • YS chip area: 8810 um^2
  • Top cells by area in the synthesized netlist: edfxtp_1, dfxtp_1, mux2_2
  • Area leader, netlist: edfxtp_1
  • Synth warn: 3
  • Share of synthesized registers carrying an async set or reset: 0%
  • Ys cells: 643

Placement
  • I/O Buffers: 5
  • Placed insts: 919
  • DP Worst Slack: 3870 ps
  • RePlAce Congestion: 0.808
  • HPWL after DPL: 7.01 mm

Clocking
  • Clk latency late pin: 280 ps
  • Cts repair resizes: 0
  • Worst-path clk slew: 70 ps
  • H-Tree Depth: 2
  • CTS buffer count: 5
  • Post-CTS Setup Inserts: 0
  • CTS Hold Bufs: 0
  • Root Buffer: clkbuf_16
  • Clock Path Buffers: 2
  • CTS tree: built

Worst setup path
  • Worst reg2reg path depth: 4
  • Arr. time, crit path: 1460 ps
  • CP Max Fanout: 16
  • Critical path type: reg -> out
  • Critical path data required time: 5040 ps
  • Crit path launch type: flip-flop
  • Critical path endpoint category: output pin
  • Setup crit start: ed1.CLK200khz
  • R2R Path Start: ls.cSTB[3]

Timing
  • Min Clock Period, post-route: 2720 ps
  • Worst-margin pin slew: 869 ps
  • Max Clk Rate: 368 MHz
  • Worst hold margin: 339 ps
  • Setup TNS: 0 ps
  • Final Max Tran Viols: 0
  • Final-report setup violation count: 0
  • Endpoints left unconstrained: 277
  • Worst Skew: 6.04 ps
  • Cycle use final: 43.2%
  • Slew headroom: 41.9%
  • Final setup margin: 3580 ps
  • RSZ-0062 raised after global routing: no
  • Register pins left without a clock: 185
  • Hold Vio Cnt, Final: 0

Hold path
  • HP Start: ls.lat_sync0
  • Worst hold path class: reg -> reg
  • Cells on Worst Hold Path: 0

Flow run
  • Tool warnings: 41
  • Max-cap violations: 0

Detailed routing
  • Diodes inserted: 0
  • Drt pass-1 iters: 4
  • Initial DRC count: 211
  • Post-route antenna net violation count: 0
  • DR vias: 4395
  • DRC: 0
  • Drt via density: 4.74
  • Drt total wl: 10.8 mm
  • Drt wl/cell: 11.7 um

Cells and area
  • Storage element area: 5870 um^2
  • Comb area: 2800 um^2
  • FILL cells: 1829
  • Final non-filler cell total: 927
  • Area Growth Syn to Fin: 6.47%
  • Layout cell share with drive strength beyond 1: 13.3%

GRT
  • Vias in the first global route: 4334
  • First-pass GRT wire length: 19.3 mm
  • GRT Residual Overflow: 0
  • Largest net degree at the start of global routing: 110
  • Total track usage: 10.6%
  • Antenna violations before repair: 0
[cell families after synthesis]
family / Yosys count / share of synthesized area [%]
XOR/XNOR: 57 / 5.66
adder cells (fa/ha/maj): 25 / 3.55
flip-flops: 236 / 66.5
multiplexers: 69 / 8.77
AND-OR/OR-AND: 28 / 2.07
buffers and inverters: 40 / 1.79
AND/OR/NAND/NOR: 187 / 11.6
other: 1 / 0.0425
[state kept, by name, indices dropped and copies added, names as in the netlist, 2 cells and up]
register,count
r.counter,14
ed1.cCLK,8
ls.cSTB,13
ls.cLAT,6
ed1.serialPara2,64
r.bitcounter,4
ed1.cCLKimpr,10
r.filterCounter,2
ls.paquete,3
r.lineCounter,10
ls.numDatos,10
ed1.serialPara1,64
ed1.cuentaBits,9
[power groups by stage]
stage	Sequential (mW)	Clock [mW]	Combinational [mW]
after CTS	0.343	0.309	0.00129
after global routing	0.342	0.319	0.00146
final	0.343	0.299	0.00131
[worst paths after layout]
path	end	slack [ps]
worst min register to register	ls.lat_sync1	340
worst min-delay path	ls.lat_sync1	340
worst max register to register	ls.cSTB[9]	4010
worst max-delay path	CLKimpr	3580
[per-stage QoR]
step	util, %	instance area, um^2
6_report	44.1	9390
3_5_place_dp	43.3	9220
5_1_grt	44.1	9390
2_1_floorplan	-	8810
3_3_place_gp	43.3	9220
4_1_cts	44.1	9390
[worst max-delay path, stage by stage (launching register included)]
cell and delay [ps]:
edfxtp_1 380, nor2b_1 120, buf_4 200, clkdlybuf4s50_1 480
[layer usage]
metal  vias up  track usage [%]  wire length (um)
li1       2270                -                 -
met1      2094             17.8              5730
met3         2             1.42               199
met4         0            0.303                23
met5         -                0                 0
met2        29             16.5              4850
[cell type report]
cell class / count / share of cell area, %
clock buffers: 6 / 1.37
clock inverters: 2 / 0.413
inverters: 30 / 1.20
multi-input cells: 367 / 29.8
flip-flops and latches: 236 / 62.5
well taps: 275 / 3.67
repair buffers: 11 / 1.01
[placed cells by master (no fill, tap or decap), types with 3 or more instances in the layout]
cell / instances
inv_1: 30
clkdlybuf4s50_1: 5
xnor2_1: 34
nand2_1: 19
clkbuf_16: 5
edfxtp_1: 114
and3_1: 15
or4_1: 4
xor2_1: 23
nor2b_1: 11
o21ai_0: 6
o21a_1: 4
a21oi_1: 7
nor3_1: 8
dfxtp_1: 121
nand4_1: 9
buf_4: 6
mux2i_1: 3
and4_1: 6
ha_1: 25
nand3_1: 29
nand2b_1: 6
mux2_2: 66
nor2_1: 58
and2_1: 4
Power and IR drop assume default switching activity.
