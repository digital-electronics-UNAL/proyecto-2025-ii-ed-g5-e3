### flow/config.mk
export PLATFORM = sky130hd
export DESIGN_NAME = moverMotor
export DESIGN_NICKNAME = moverMotor
export VERILOG_FILES = /design/flow/design.v
export SDC_FILE = /design/flow/constraint.sdc
export NUM_CORES = 4
export LEC_CHECK = 1
export CORE_UTILIZATION = 40
### flow/run.sh
#!/bin/bash
# OpenROAD 26Q1-2900-gdf79404cd8, Yosys 0.63+post, stock flow scripts
make -C /OpenROAD-flow-scripts/flow DESIGN_CONFIG=/design/flow/config.mk WORK_HOME=/design/flow/orfs finish
### flow/constraint.sdc
current_design moverMotor

set clk_period 3.1
set clk_io_pct 0.2

create_clock -name clk0 -period $clk_period [get_ports {CLK}]

set non_clock_inputs [all_inputs -no_clocks]
set_input_delay [expr $clk_period * $clk_io_pct] -clock clk0 $non_clock_inputs
set_output_delay [expr $clk_period * $clk_io_pct] -clock clk0 [all_outputs]
### flow/design.v
module Motor(
    input mover,
    input CLK,
    output INA,
    output INA2,
    output INB,
    output INB2
);
parameter STEP_FREQ_DIV = 375000-1;  
reg [7:0] duty; 
reg CLKint; 
reg [$clog2(STEP_FREQ_DIV-1):0] counter;
reg [3:0] PASO;
reg sentido;
reg [7:0] dutyA;
reg [7:0] dutyA2;
reg [7:0] dutyB;
reg [7:0] dutyB2;
wire pwmINA;
wire pwmINA2;
wire pwmINB;
wire pwmINB2;
assign INA = pwmINA;
assign INA2 = pwmINA2;
assign INB = pwmINB;
assign INB2 = pwmINB2;
initial begin
    counter = 'b0;
    CLKint = 0;
    sentido=1;
    duty = 180;
end
always @(posedge CLK) begin
    if (counter>=STEP_FREQ_DIV) begin
        counter<=0;
        CLKint<=~CLKint;
    end
    else begin  
        counter <= counter+1;
    end
end
initial begin
    PASO = 4'b0000;
end
always @(posedge CLKint) begin
    if (mover) begin
        case(PASO)
            4'b0000: PASO=4'b0001; 
            4'b0001: PASO=(sentido) ? 4'b0101 : 4'b1001;
            4'b0101: PASO=(sentido) ? 4'b0100 : 4'b0001;
            4'b0100: PASO=(sentido) ? 4'b0110 : 4'b0101;
            4'b0110: PASO=(sentido) ? 4'b0010 : 4'b0100;
            4'b0010: PASO=(sentido) ? 4'b1010 : 4'b0110;
            4'b1010: PASO=(sentido) ? 4'b1000 : 4'b0010;
            4'b1000: PASO=(sentido) ? 4'b1001 : 4'b1010;
            4'b1001: PASO=(sentido) ? 4'b0001 : 4'b1000;
        endcase
    end
    else begin
        PASO<=4'b0000;
    end
end
always @(*) begin
    case(PASO)
        4'b0001: begin
            dutyA =0;
            dutyA2 =0;
            dutyB =0;
            dutyB2 = duty; end
        4'b0101: begin
            dutyA  = 0;
            dutyA2 = duty;
            dutyB  = 0;
            dutyB2 = duty; end
        4'b0100: begin 
            dutyA  = 0;
            dutyA2 = duty;
            dutyB  = 0;
            dutyB2 = 0; end
        4'b0110: begin
            dutyA  = 0;
            dutyA2 = duty;
            dutyB  = duty;
            dutyB2 = 0; end
        4'b0010: begin 
            dutyA  = 0;
            dutyA2 = 0;
            dutyB  = duty;
            dutyB2 = 0; end
        4'b1010: begin 
            dutyA  = duty;
            dutyA2 = 0;
            dutyB  = duty;
            dutyB2 = 0; end
        4'b1000: begin 
            dutyA  = duty;
            dutyA2 = 0;
            dutyB  = 0;
            dutyB2 = 0; end
        4'b1001: begin 
            dutyA  = duty;
            dutyA2 = 0;
            dutyB  = 0;
            dutyB2 = duty; end
        4'b0000: begin 
            dutyA  = 0;
            dutyA2 = 0;
            dutyB  = 0;
            dutyB2 = 0; end
    endcase
end
pwm p1(
    .CLK(CLK), 
    .duty(dutyA), 
    .pwmOut(pwmINA)
);
pwm p2(
    .CLK(CLK), 
    .duty(dutyA2), 
    .pwmOut(pwmINA2)
);
pwm p3(
    .CLK(CLK), 
    .duty(dutyB), 
    .pwmOut(pwmINB)
);
pwm p4(
    .CLK(CLK), 
    .duty(dutyB2), 
    .pwmOut(pwmINB2)
);
endmodule
module moverMotor(
    input STB,
    input CLK,
    output INA,
    output INA2,
    output INB,
    output INB2
);
reg [3:0] cSTB;
reg [$clog2(20000000):0] cMotor;
reg enableMotor;
reg STB2;
reg [1:0] magia;
wire x;
assign x=magia[0];
initial begin
    cSTB='b0;
    cMotor = 'b0;
    enableMotor = 0;
    STB2 =0;
    magia='b0;
end
always @(posedge CLK) begin 
    case (magia)
        2'b00: magia=STB ? 2'b01:2'b00;
        2'b01: magia=2'b10;
        2'b10: magia= STB? 2'b10: 2'b00;
        default: magia=2'b00;
    endcase
end
always @(posedge CLK) begin
    if (enableMotor) begin
        if (cMotor>=20000000) begin
            cMotor<=0;
            enableMotor<= 0;  
        end else begin
            cMotor<=cMotor+1;
        end
    end else begin
        if (x) begin
            if (cSTB==5) begin
                cSTB<=0;
                enableMotor <=1;
            end else begin
                cSTB<=cSTB+1;
            end
        end
    end
end
Motor m(
    .mover(enableMotor),
    .CLK(CLK),
    .INA(INA),
    .INA2(INA2),
    .INB(INB),
    .INB2(INB2)
);
endmodule
module pwm (
    input CLK,
    input [7:0] duty,
    output reg pwmOut
);
reg [16:0] counter = 0;
reg [31:0] duty_scaled;
always @(posedge CLK) begin
    duty_scaled <= duty * 17'd390;
    if (counter >= 17'd99999)
        counter <= 0;
    else
        counter <= counter + 1;
    pwmOut <= (counter < duty_scaled);
end
endmodule
==> deck_impl_summary.md <==
Flow Results at a Glance

Run status
  • Status: finished clean

Synth
  • Ys async rst share: 0
  • Top_reg_cell synth: dfxtp_1
  • EDFF count, synth: 31
  • Top cells by area, synth: dfxtp_1 (31%), edfxtp_1 (14%), nor2_1 (8.8%)
  • Syn Inst Count: approximately 730
  • # Cells Yosys: 729
  • Distinct lib cells: around 52
  • Top cell area share: 0.313
  • Yosys Chip Area: 6580 um2
  • Post-Syn Area: ~6600 um2
  • Synth warn: 3
  • Synth area leader: dfxtp_1
  • Synth flops: about 140
  • Avg Cell Area, Syn: around 9 um2

Setup path
  • CP Data Required Time: between 3 and 4 ns
  • Worst Path Arrival: 2.44 ns
  • Worst Setup Path Type: register to register
  • CP Launch Type: register
  • Worst Path Max Fanout: 13
  • CP endpoint kind: register

Placement
  • I/O Buffers: 5
  • Dpl cells: around 940
  • Post-DP HPWL: approximately 7500 um
  • Pre-CTS setup slack: between 0.9 and 1 ns
  • Placer Congestion: 0.825

Clock network
  • Clock Path Buffers: 2
  • Num CTS Buffers: 17
  • Late-Pin Clk Latency: around 0.41 ns
  • Post-CTS Hold Buffers: 0
  • Clock-pin slew on the worst setup and hold paths: roughly 0.050 ns
  • CTS tree: yes
  • H-tree levels: 4
  • Clk root buf: clkbuf_16
  • Post_cts resized: 0
  • Postcts setup bufs: 0

GRT
  • Initial antenna violation count: 0
  • Largest net degree at the start of global routing: 28
  • Vias in the first global route: 4516
  • Global-route wire length before repair: approximately 20000 um
  • Overflow after GRT: 0
  • Global Route Usage Sum: 0.147

Power
  • Design Power: between 3 and 4 mW
  • Leak: 2.77 nW
  • Pwr/cell area: 532 nW/um2
  • Peak supply drop: 0.382 mV

Cells and area
  • Layout cells sized above 1: 0.0579
  • Dominant logic cell type in the layout: nor2_1
  • Area Overhead vs Synth: 13.4%
  • Most frequent cells in the layout: nor2_1 (154), dfxtp_1 (103), nand3_1 (55), xnor2_1 (49), nand2_1 (48)
  • Layout Cells excl Fill: around 980

Timing
  • Worst Tran Pin Value: 0.761 ns
  • Final setup fails: 0
  • Register pins left without a clock: 8
  • Hold WS: 0.421 ns
  • Endpoints left unconstrained: 12
  • Clock Skews: 0.00468 ns
  • Hold Violations, Final: 0
  • Final WS setup: roughly 0.94 ns
  • RSZ-0062 raised after global routing: no
  • Crit share post-route: 0.696
  • Minimum clock period: roughly 2.2 ns
  • Slew margin rel.: 0.488
  • Setup tns final: 0 ns
  • Max Clk Rate: 0.463 GHz
  • Final Max Slew Viols: 0

Job
  • Max-cap viol count: 0
  • Tool warnings: 28

Floorplanning
  • Init Core Util: 0.413
  • Rows: between 40 and 50
  • Die area: 17000 um2
  • I/O Pins: 6
  • Die W: ~130 um
  • CORE AREA: 15900 um2
  • Die Y: approximately 130 um

Routing
  • Via-to-Cell Ratio: 4.94
  • DRT iter0 DRCs: 219
  • Vias: roughly 4.8k
  • TritonRoute pass-1 iters: 4
  • WL/cell: 11.4 um
  • # DRC: 0
  • Routed Antenna Nets: 0
  • WL final: 11100 um
  • Ant. Diodes: 0

Worst hold path
  • Hold WC Path Type: register to register
## cells in the mapped netlist, types with 3 or more instances
| cell type | instances |
|---|---|
| edfxtp_1 | 31 |
| clkbuf_1 | 5 |
| ha_1 | 31 |
| o21a_1 | 3 |
| dlxtn_1 | 4 |
| or2_1 | 4 |
| o21ai_1 | 3 |
| o21ai_0 | 18 |
| nand4_1 | 16 |
| buf_2 | 5 |
| nor4_1 | 6 |
| nor3_1 | 28 |
| a21oi_1 | 13 |
| inv_1 | 31 |
| nor3b_1 | 3 |
| nand2b_1 | 3 |
| xnor2_1 | 49 |
| nor4b_1 | 3 |
| and3_1 | 16 |
| xor2_1 | 47 |
| a21o_1 | 4 |
| nor2_1 | 154 |
| nand2_1 | 48 |
| o22ai_1 | 5 |
| and4_1 | 4 |
| nand3_1 | 55 |
| dfxtp_1 | 103 |
| a2111oi_0 | 4 |
## sequential cells by signal, summed over array words and instances, names as in the netlist, 2 cells and up
register and cells:
m.PASO 4, cSTB 4, m.p2.counter 17, cMotor 26, m.p4.counter 17, m.p1.counter 17
m.counter 20, magia 2, m.p3.counter 17
## where the power goes
| group | leakage [nW] | total (mW) | internal, mW | switching, mW |
|---|---|---|---|---|
| combinational | 1.34 | 0.158 | 0.0677 | 0.0902 |
| clock | 0.274 | 1.93 | 1.24 | 0.686 |
| sequential | 1.15 | 1.88 | 1.82 | 0.0626 |
## logic make-up after synthesis
group | after synthesis | synth area share
buffers and inverters | 43 | 0.0272
and+or+nand+nor | 359 | 0.263
other | 1 | 0.000570
adders and majority gates | 31 | 0.0590
latches | 4 | 0.00913
xor gates and xnor gates | 96 | 0.128
AOI/OAI and AO/OA | 61 | 0.0584
DFF | 134 | 0.455
## layer usage
| metal | track usage | vias up | routed length (um) |
|---|---|---|---|
| met2 | 0.222 | 68 | 4800 |
| met3 | 0.0384 | 7 | 418 |
| met5 | 0 | - | 0 |
| li1 | - | 2551 | - |
| met4 | 0.0192 | 0 | 99 |
| met1 | 0.223 | 2197 | 5760 |
## metrics by stage
stage | util | cell area, um2
after global routing | 0.468 | 7460
after floorplan | - | 6580
after detailed placement | 0.431 | 6880
after CTS | 0.468 | 7460
after global placement | 0.431 | 6880
final | 0.468 | 7460
## layout make-up
cell class,instances,area [um2]
well taps,216,270
multi-input cells,549,3350
clock inverters,10,105
clock buffers,22,475
flip-flops and latches,138,3050
repair buffers,10,87.6
fillers,1435,8480
inverters,31,116
## final timing paths
check | startpoint | endpoint | slack, ns | cells after the start
worst max-delay path | m.p2.counter[0]$_SDFF_PP0_ | m.p2.counter[5]$_SDFF_PP0_ | 0.94 | 6
worst min register to register | magia[0]$_SDFF_PN0_ | magia[0]$_SDFF_PN0_ | 0.42 | 1
worst min-delay path | magia[0]$_SDFF_PN0_ | magia[0]$_SDFF_PN0_ | 0.42 | 1
worst max register to register | m.p2.counter[0]$_SDFF_PP0_ | m.p2.counter[5]$_SDFF_PP0_ | 0.94 | 6
## worst max-delay path, stage by stage, from the launching register on
cell	delay, ns
dfxtp_1	0.39
ha_1	0.21
and3_1	0.28
nand2_1	0.11
o41ai_2	0.46
or2_1	0.47
nor2_1	0.10
Power figures rest on the tool's default switching activity, not on a simulated workload.
